### flow/run.sh
#!/bin/bash
# OpenROAD 26Q1-2900-gdf79404cd8, Yosys 0.63+post, stock flow scripts
make -C /OpenROAD-flow-scripts/flow DESIGN_CONFIG=/design/flow/config.mk WORK_HOME=/design/flow/orfs finish
### flow/config.mk
export PLATFORM = sky130hd
export DESIGN_NAME = register_file
export DESIGN_NICKNAME = register_file
export VERILOG_FILES = /design/flow/design.v
export SDC_FILE = /design/flow/constraint.sdc
export NUM_CORES = 4
export LEC_CHECK = 1
export CORE_UTILIZATION = 40
### flow/constraint.sdc
current_design register_file

set clk_period 25.1
set clk_io_pct 0.2

create_clock -name clk0 -period $clk_period [get_ports {i_clk}]

set non_clock_inputs [all_inputs -no_clocks]
set_input_delay [expr $clk_period * $clk_io_pct] -clock clk0 $non_clock_inputs
set_output_delay [expr $clk_period * $clk_io_pct] -clock clk0 [all_outputs]
### flow/design.v
package types;
    typedef enum {ALU_OP_ADD, ALU_OP_LT, ALU_OP_BOOL, ALU_OP_SHIFT} alu_op_t;
endpackage
module register_file (
    input wire i_clk,
    input wire [4:0] i_write_index,
    input wire [31:0] i_write_data,
    input wire i_write_enable,
    input wire [4:0] i_read_index1,
    output wire [31:0] o_read_data1,
    input wire [4:0] i_read_index2,
    output wire [31:0] o_read_data2
);
    logic [31:0] q [30:0];  
    always @(posedge i_clk) begin
        if (i_write_enable && (i_write_index !== 5'b0)) begin
            q[i_write_index - 1] <= i_write_data;
        end
    end
    assign o_read_data1 = (i_read_index1 !== 5'd0) ? q[i_read_index1 - 1] : 32'b0;
    assign o_read_data2 = (i_read_index2 !== 5'b0) ? q[i_read_index2 - 1] : 32'b0;
endmodule
==> results.txt <==
run results: Final Routed Wirelength 142200 um, final setup violation count 0, routed wire length per instance around 33 um, clk buf depth 3, top layer reached by signal wires met5, routability cong. 0.8752, Crit. Startpoint i_read_index1[1], area reported by Yosys stat around 46000 um2, Max-slew headroom between 20% and 30%, worst-path cell chain clkdlybuf4s50_1 > inv_1 > ha_4 > buf_4 > buf_4 > buf_4 > mux4_2 > a221oi_1 > a21oi_1 > or3_1 > clkdlybuf4s50_1, number of gates resized after CTS 0, critical path's largest stage delay 0.73 ns, clock slew seen by the registers of the worst setup and hold paths 0.05 ns, most numerous cell on the critical path sky130_fd_sc_hd__buf_4, fraction of power consumed by combinational cells 12.6%, pin count of the biggest net entering global routing 94, clock network power share 38.8%, sort of element at the start of the critical path input port, total of buffers placed on input and output ports 112, number of warnings issued by yosys 1, largest reg by FF count q, worst IR drop on VDD ~0.063 mV, final worst path period need 15.07 ns, Met3 Wirelength a little over 30000 um, fraction of layout instances using a drive strength above 1 26.42%, TritonCTS clock tree yes, clock tree root driver cell sky130_fd_sc_hd__clkbuf_16, transition at the pin with the smallest max-transition slack 1.072 ns, tally of unique sky130hd cells used after synthesis 42, die width 341.3 um, required time of the critical path 20.08 ns, maximum level of the CTS H-tree 3, CTS sink count ~990, signed area change from the synthesized netlist to the final layout 14.35%, crit-path leading delay family buffers and inverters, number of cells in Yosys stat 2592, chip footprint 116500 um2, endpoint arrival time on the critical path 10.05 ns, register share of total power between 40% and 50%, unrepaired setup endpoints after global routing no, number of warnings in the stage logs 25, start point of the worst hold path i_write_data[4], number of max-capacitance violations reported 0, register area 29790 um2, initial antenna violation count 3, maximum fanout count along the critical path 51, net switching power figure 0.9150 mW, hold violation count in the final report 0, number of placed I/O pins 113, hold buffers post-CTS 0, Slowest-stage cell, CP sky130_fd_sc_hd__buf_4, areal power density over the cells 72.42 nW/um2, crit share post-route roughly 60%, total grt overflow 0, share of the core filled by cells before placement 40.34%, number of setup buffers added after CTS 0, Highest Clock Rate 66.36 MHz, count of routing violations after the opening detailed-route iteration 1604, Core Region around 110000 um2, DRT met1 WL 41710 um, Lkg Pwr around 17 nW, most numerous logic cells after layout sky130_fd_sc_hd__edfxtp_1, sky130_fd_sc_hd__mux4_2, sky130_fd_sc_hd__nand2_1, residual DRC count 0, flip-flop count of the largest register, all copies and words added a little under 1000, number of max-slew violations in the final report 0, Post-DRT Antenna Nets 0, buffers plus inverters on the worst setup path 6, part of the Yosys area used for sequential elements 64.67%, worst setup path category input port to output pin, Num CTS Buffers 102, estimated wirelength of the detail-placed design 79930 um, worst hold path class input port to flop, Gate Area roughly 16000 um2, flip-flop and latch count after synthesis 992, commonest non-fill, non-tap cell in the layout sky130_fd_sc_hd__edfxtp_1, Critical Path End Type output pin, first drt pass iteration count 7, switching part of the total power 23.99%, Post-Route Setup TNS 0 ns, registers with the most flip-flops q: 992 flops, post-route core utilization 46.12%, run status completed, fill cell count 9369, internal portion of total power 2.899 mW, site row count approximately 120, wire length of the first global-routing pass 205800 um, vias per inst 6.288, synthesized instance count 2592, total via count after detailed routing approximately 27000, vias in the first global route 30650, summed instance area of the synthesized netlist 46060 um2, gr usage total between 20% and 30%, WL met2 64290 um, die outline height 341.3 um, synthesized area per cell 17.77 um2
-- path summary, 6_finish.rpt --
| path | endpoint | slack (ns) | depth (start not counted) |
|---|---|---|---|
| hold / removal | q[0][4] | 5.16 | 2 |
| setup / recovery | o_read_data1[15] | 10.03 | 11 |
-- stage by stage --
| step | instances | worst slack, ns | cell area, um2 | hold slack, ns | power (mW) |
|---|---|---|---|---|---|
| after floorplan | 2592 | 12.41 | 46060 | 5.119 | 2.150 |
| after global placement | 4115 | 10.06 | 49430 | 5.844 | 2.359 |
| after detailed placement | 4115 | 10.12 | 49430 | 5.848 | 2.363 |
| after CTS | 4298 | 10.10 | 52660 | 5.136 | 3.834 |
| after global routing | 4299 | 9.893 | 52670 | 5.178 | 3.930 |
| final | 4299 | 10.03 | 52670 | 5.162 | 3.814 |
-- power by group through the flow --
stage | Clock [mW] | Combinational, mW | Sequential (mW)
finish | 1.48 | 0.482 | 1.85
global route | 1.56 | 0.515 | 1.85
CTS | 1.50 | 0.480 | 1.85
-- cells in the mapped netlist --
cell	count	share of area [%]
sky130_fd_sc_hd__edfxtp_1	992	65
sky130_fd_sc_hd__mux4_2	433	21
sky130_fd_sc_hd__nand2_1	254	2.1
sky130_fd_sc_hd__a21oi_1	221	2.4
sky130_fd_sc_hd__clkbuf_1	130	1.1
sky130_fd_sc_hd__nor2_1	101	0.82
sky130_fd_sc_hd__a211oi_1	98	1.6
sky130_fd_sc_hd__mux2i_1	70	1.5
sky130_fd_sc_hd__or3_1	64	0.87
sky130_fd_sc_hd__buf_2	55	0.60
sky130_fd_sc_hd__a221oi_1	31	0.59
sky130_fd_sc_hd__a22oi_1	31	0.51
sky130_fd_sc_hd__buf_1	16	0.13
sky130_fd_sc_hd__nor2b_1	13	0.18
sky130_fd_sc_hd__mux4_1	10	0.57
sky130_fd_sc_hd__buf_6	7	0.17
sky130_fd_sc_hd__a2111oi_0	6	0.11
sky130_fd_sc_hd__inv_1	6	0.049
sky130_fd_sc_hd__nor3b_1	6	0.098
sky130_fd_sc_hd__nor4_1	6	0.082
sky130_fd_sc_hd__a31oi_1	5	0.068
sky130_fd_sc_hd__nand2b_1	4	0.054
sky130_fd_sc_hd__nand3_1	4	0.043
sky130_fd_sc_hd__nor3_1	4	0.043
sky130_fd_sc_hd__xnor2_1	3	0.057
sky130_fd_sc_hd__and3_1	2	0.027
sky130_fd_sc_hd__ha_1	2	0.054
sky130_fd_sc_hd__mux2_2	2	0.049
sky130_fd_sc_hd__o21ai_0	2	0.022
sky130_fd_sc_hd__xor2_1	2	0.038
sky130_fd_sc_hd__a311oi_2	1	0.033
sky130_fd_sc_hd__a32oi_1	1	0.019
sky130_fd_sc_hd__buf_4	1	0.016
sky130_fd_sc_hd__nand3b_1	1	0.016
sky130_fd_sc_hd__nand4_1	1	0.014
sky130_fd_sc_hd__nor3_2	1	0.022
sky130_fd_sc_hd__o211a_1	1	0.022
sky130_fd_sc_hd__o31a_1	1	0.019
sky130_fd_sc_hd__o32ai_1	1	0.019
sky130_fd_sc_hd__or2_2	1	0.014
sky130_fd_sc_hd__or3b_2	1	0.019
sky130_fd_sc_hd__xor2_4	1	0.060
-- layout make-up --
cell class / count / area share, %
multi-input cells: 1385 / 29.91
clock inverters: 54 / 0.8933
flip-flops and latches: 992 / 56.56
clock buffers: 129 / 5.241
well taps: 1512 / 3.592
diodes: 1 / 0.004751
repair buffers: 220 / 3.758
inverters: 6 / 0.04276
-- cells by family after synthesis --
kind of cell,share of synthesized area (%)
xor+xnor,0.1549
buf+inv,2.024
compound gates,5.409
mux,23.31
flops,64.67
simple gates,4.371
fa+ha+maj,0.05432
-- routing by layer --
metal	global-route usage (%)	vias to the layer above
li1	-	11060
met1	29.00	13370
met2	38.37	2238
met3	25.80	344
met4	7.306	23
met5	4.657	-
Power figures rest on the tool's default switching activity, not on a simulated workload.
