### /design/flow/constraint.sdc
current_design shifter

set clk_period 5.2
set clk_io_pct 0.2

create_clock -name clk0 -period $clk_period

set non_clock_inputs [all_inputs -no_clocks]
set_input_delay [expr $clk_period * $clk_io_pct] -clock clk0 $non_clock_inputs
set_output_delay [expr $clk_period * $clk_io_pct] -clock clk0 [all_outputs]
### /design/flow/config.mk
export PLATFORM = sky130hd
export DESIGN_NAME = shifter
export DESIGN_NICKNAME = shifter
export VERILOG_FILES = /design/flow/design.v
export SDC_FILE = /design/flow/constraint.sdc
export NUM_CORES = 4
export LEC_CHECK = 1
export CORE_AREA = 10 10 111 111
export DIE_AREA = 0 0 121 121
### /design/flow/run.sh
#!/bin/bash
# OpenROAD 26Q1-2900-gdf79404cd8, Yosys 0.63+post, stock flow scripts
make -C /OpenROAD-flow-scripts/flow DESIGN_CONFIG=/design/flow/config.mk WORK_HOME=/design/flow/orfs finish
### /design/flow/design.v
package types;
    typedef enum {ALU_OP_ADD, ALU_OP_LT, ALU_OP_BOOL, ALU_OP_SHIFT} alu_op_t;
endpackage
module shifter #(
    parameter shift_dir = 1'b0
) (
    input wire [31:0] i_data,
    input wire [5:0] i_amount,
    input wire i_sext,
    output wire [31:0] o_data
);
    wire [31:0] mux_inputs [5:0][1:0];
    wire [31:0] mux_outputs [6:0];
    assign mux_outputs[0] = (i_amount > 32) ? 0 : i_data;
    generate
    genvar i;
    for (i = 0; i <= 5; i = i + 1) begin
        integer place = 5 - i;
        integer shift_amount = 1 << place;
        assign mux_inputs[i][0] = mux_outputs[i];
        if (shift_dir == 1'b0) begin
            assign mux_inputs[i][1] = mux_outputs[i] << shift_amount;
        end
        else begin
            wire signed [31:0] signed_output = mux_outputs[i];
            wire [31:0] srl = mux_outputs[i] >> shift_amount;
            wire [31:0] sra = signed_output >>> shift_amount;
            assign mux_inputs[i][1] = i_sext ? sra : srl;
        end
        assign mux_outputs[i + 1] = i_amount[place] ? mux_inputs[i][1] : mux_inputs[i][0];
    end
    endgenerate
    assign o_data = mux_outputs[6];
endmodule
==> results.yml <==
# implementation run metrics
worst_setup_path:
  setup.worst_path.class: "input pin to output pin"
  worst_setup_path_start_kind: "input pin"
  required_ns: 4.16
  arrival_ns: 3.75
  cp-end-kind: "output pin"
  critPathMaxFanout: 11
drt:
  antenna_cells: 0
  drt_first_pass_iters: 4
  routed-via-count: 2279
  ant_nets: 0
  drt_iter0_markers: 134
  wl_per_cell_um: 17.95
  vias_per_cell: 5.020
  wl_mm: 8.151
  drc: 0
finish:
  drive_above_1_share_pct: 8.100
  regArea_um2: 0
  fin_area_mm2: 0.002728
  area_growth_pct: 41.38
  nClkBuffers: 0
  nFlopsAndLatches: 0
pwr:
  power_w: 0.0002351
  p_per_area_mw_per_mm2: 86.20
  power.leakage_nw: 0.9982
  vdd_drop_max_mv: 0.03218
timing:
  finalCriticalPeriod_ns: 4.787
  fmax_mhz: 208.9
  tightestPinTransition_ns: 0.6119
  period_used_pct: 92.05
  rsz0062_at_grt: "false"
  setup_violations: 0
  max_slew_margin_pct: 58.96
  hold_ws_ns: 3.296
  drv_slew: 0
  final-hold-violation-count: 0
  setup_tns_ns: 0
logic_synthesis:
  post-synth-top-area-fraction_pct: 26.98
  seq_area_frac_synth_pct: 0
  synth_cell_types: 53
  ys_cells: 273
  yosys_warnings: 1
  yosysChipArea_mm2: 0.001929
  postSynthAreaPerCell_um2: 7.067
  area_leaders: "mux2i_1 (27%), o21ai_0 (4.7%), mux2_2 (4.7%)"
  netlist_area_mm2: 0.001929
  top_area_cell: "mux2i_1"
  synthCells: 273
place:
  port_buffers: 70
  placed_area_mm2: 0.002728
  place.gp.congestion: 0.9126
  place.detailed.hpwl_mm: 6.578
job:
  tool_warnings: 33
  drv_cap: 0
global_route:
  grt_usage_pct: 10.74
  antenna_found_initial: 0
  grt_pass1_vias: 2236
  grt_pass1_wl_mm: 12.61
  gr-total-overflow: 0
  grt_max_degree: 48
floorplanning:
  dieArea_mm2: 0.01464
  die_x_um: 121
  fp_util_pct: 19.56
  coreArea_mm2: 0.009864
  rows: 36
  die_height_um: 121
  pin_count: 71
min_path:
  min_path_type: "input pin to output pin"
  worstHoldPathCells: 4
clocking:
  cts_setup_buffers: 0
  cts_resized: 0
  hold_buffers: 0
outcome:
  outcome: "complete, no violations"
-- cell families after synthesis --
logic type	Yosys count	share of synthesized area, %
AND/OR/NAND/NOR	87	22.89
multiplexers	65	36.45
buffers and inverters	35	9.145
AND-OR/OR-AND	86	31.52
-- metrics by stage --
| step | instances | setup WS (ns) | util [%] |
|---|---|---|---|
| 2_1_floorplan | 273 | 1.795 | - |
| 3_3_place_gp | 454 | 0.4109 | 27.65 |
| 3_5_place_dp | 454 | 0.3984 | 27.65 |
| 4_1_cts | 454 | 0.3796 | 27.65 |
| 5_1_grt | 454 | 0.2643 | 27.65 |
| 6_report | 454 | 0.4133 | 27.65 |
-- final timing paths --
| check | from | end | slack (ns) |
|---|---|---|---|
| setup / recovery | i_amount[3] | o_data[30] | 0.41 |
| hold / removal | i_data[0] | o_data[0] | 3.30 |
-- cells in the mapped netlist, types with 3 or more instances --
cell type  number
a211oi_1        5
a21oi_1         9
a22o_1          4
buf_1           5
buf_2           6
buf_4           4
buf_6           3
clkbuf_1       13
mux2_2          8
mux2i_1        52
mux4_2          3
nand2_1        21
nand2b_1        4
nand3_1        11
nand3b_1        6
nand4_1         3
nor2_1         16
nor2b_1         5
nor3_1         11
o211ai_1        7
o21a_1          5
o21ai_0        18
o221ai_1        4
o22ai_1         9
o2bb2ai_1       5
-- worst max-delay path: stages --
cell and delay [ns]:
clkdlybuf4s50_1 0.83, nor2_1 0.21, and4_1 0.25, or4_4 0.49
mux4_2 0.48, clkdlybuf4s50_1 0.44
-- per-layer routing --
layer	up-vias	global-route usage, %	wire length [um]
met2	70	18.71	4028
met4	0	1.357	117
met5	-	0	0
li1	1147	-	-
met3	8	1.559	522
met1	1054	14.01	3482
-- where the power goes --
part | total, W | internal [W] | switching [W]
combinational | 0.000235 | 0.000121 | 0.000114
clock | 0 | 0 | 0
sequential | 0 | 0 | 0
-- layout make-up --
type                       count  area [um2]
fill                        1045        7137
inverter                       4       15.01
multi-input combinational    238        1753
tap                          133       166.4
timing repair buffer          79       793.3
-- cells in the final DEF (no fill, tap or decap), types with 2 or more instances in the layout --
cell / instances
clkdlybuf4s50_1: 70
mux2i_1: 52
nand2_1: 21
o21ai_0: 18
nor2_1: 16
nor3_1: 11
nand3_1: 11
a21oi_1: 9
o22ai_1: 9
mux2_2: 8
o211ai_1: 7
buf_4: 7
nand3b_1: 6
a211oi_1: 5
o2bb2ai_1: 5
nor2b_1: 5
o21a_1: 5
nand2b_1: 4
a22o_1: 4
o221ai_1: 4
mux4_2: 3
nand4_1: 3
or2_1: 2
inv_1: 2
a21boi_0: 2
clkinv_1: 2
a21o_1: 2
o21ai_1: 2
o2111ai_1: 2
nor2_2: 2
buf_12: 2
No activity file was given, so power comes from the tool's default toggle rates.
